$ cat run.sh
#!/bin/bash
# OpenROAD 26Q1-2900-gdf79404cd8, Yosys 0.63+post, stock flow scripts
make -C /OpenROAD-flow-scripts/flow DESIGN_CONFIG=/design/flow/config.mk WORK_HOME=/design/flow/orfs finish
$ cat config.mk
export PLATFORM = sky130hd
export DESIGN_NAME = uart_rx
export DESIGN_NICKNAME = uart_rx
export VERILOG_FILES = /design/flow/design.v
export SDC_FILE = /design/flow/constraint.sdc
export NUM_CORES = 4
export LEC_CHECK = 1
export CORE_UTILIZATION = 30
$ cat constraint.sdc
current_design uart_rx

set clk_period 2.2
set clk_io_pct 0.2

create_clock -name clk0 -period $clk_period [get_ports {clk}]

set non_clock_inputs [all_inputs -no_clocks]
set_input_delay [expr $clk_period * $clk_io_pct] -clock clk0 $non_clock_inputs
set_output_delay [expr $clk_period * $clk_io_pct] -clock clk0 [all_outputs]
$ cat design.v
module uart_rx #(
    parameter CLK_FREQ = 50000000,    
    parameter BAUD_RATE = 9600
)(
    input  wire clk,
    input  wire rst_n,
    input  wire rx,            
    output reg  [7:0] rx_data, 
    output reg  rx_done,       
    output reg  rx_busy        
);
    localparam integer BAUD_TICK = CLK_FREQ / BAUD_RATE;
    reg [15:0] baud_cnt;
    reg baud_tick;
    always @(posedge clk or negedge rst_n) begin
        if (!rst_n) begin
            baud_cnt  <= 0;
            baud_tick <= 0;
        end else begin
            if (baud_cnt == BAUD_TICK-1) begin
                baud_cnt  <= 0;
                baud_tick <= 1;
            end else begin
                baud_cnt  <= baud_cnt + 1;
                baud_tick <= 0;
            end
        end
    end
    reg [3:0] bit_idx;
    reg [7:0] data_buf;
    reg [1:0] state;
    localparam IDLE  = 2'b00;
    localparam START = 2'b01;
    localparam DATA  = 2'b10;
    localparam STOP  = 2'b11;
    always @(posedge clk or negedge rst_n) begin
        if (!rst_n) begin
            state   <= IDLE;
            bit_idx <= 0;
            data_buf<= 0;
            rx_data <= 0;
            rx_done <= 0;
            rx_busy <= 0;
        end else begin
            rx_done <= 0;  
            if (baud_tick) begin
                case (state)
                    IDLE: begin
                        if (!rx) begin   
                            state   <= START;
                            rx_busy <= 1;
                            bit_idx <= 0;
                        end
                    end
                    START: begin
                        if (!rx) state <= DATA;
                        else     state <= IDLE;
                    end
                    DATA: begin
                        data_buf[bit_idx] <= rx;
                        bit_idx <= bit_idx + 1;
                        if (bit_idx == 7) state <= STOP;
                    end
                    STOP: begin
                        if (rx) begin
                            rx_data <= data_buf;
                            rx_done <= 1;
                        end
                        rx_busy <= 0;
                        state   <= IDLE;
                    end
                endcase
            end
        end
    end
endmodule
==> impl_metrics.env <==
# physical design summary
export IMPL_yosysTopAreaCellShare=0.508
export IMPL_critical_path_max_stage_delay_ps=470
export IMPL_flop_area_um2=1080
export IMPL_drive_above_1_share=0.143
export IMPL_ys_warn_count=1
export IMPL_worstPathCellList="inv_1 -> ha_1 -> nor2b_1 -> a32oi_4 -> nor4b_2 -> mux2_1"
export IMPL_num_fill_cells=614
export IMPL_post_cts_resized=0
export IMPL_grt_antenna_before_repair=0
export IMPL_numCtsBuffers=5
export IMPL_final_hold_viol_count=0
export IMPL_post_cts_setup_buffers=0
export IMPL_p_int_w=0.00105
export IMPL_syn_inst=186
export IMPL_edf_count=0
export IMPL_endpoint_kind="flop"
export IMPL_insertion_delay_ps=290
export IMPL_warnings=29
export IMPL_syn2layout_area_growth_pct=16.2
export IMPL_fin_crit_sh=0.867
export IMPL_setup_viol=0
export IMPL_slew_headroom=0.549
export IMPL_maxSlewViolCount=0
export IMPL_syn_area_um2=2070
export IMPL_maxCapViolCount=0
export IMPL_grt_setup_unrepaired="false"
export IMPL_cp_top_family="simple AND/OR/NAND/NOR gates"
export IMPL_met1_length_mm=1.77
export IMPL_reg2reg_slack_ps=290
export IMPL_root_buffer="clkbuf_8"
export IMPL_grt_pass1_wl_mm=6.56
export IMPL_holdCritPathClass="in -> async"
export IMPL_yosys_cell_types_count=42
export IMPL_peakVddDrop_mv=0.197
export IMPL_wl_mm=3.71
export IMPL_die_area_um2=7240
export IMPL_clock_sinks=43
export IMPL_grt_max_degree=33
export IMPL_min_period_ps=1910
export IMPL_comb_area_um2=940
export IMPL_drt_drc_violations_left=0
export IMPL_routed_top_layer="met4"
export IMPL_grt_pass1_vias=1444
export IMPL_ys_sh_simple=0.204
export IMPL_rows=29
export IMPL_required_ps=2380
export IMPL_pwr_share_clk=0.386
export IMPL_route_met3_wl_um=142
export IMPL_yosys_area_share_aoi=0.103
export IMPL_h_tree_depth=2
export IMPL_met2_length_mm=1.74
export IMPL_cp_start_kind="flop"
export IMPL_yosys_area_top_type="dfrtp_1"
export IMPL_ff_type="dfrtp_1"
export IMPL_area_leaders="dfrtp_1 (51%), mux2_2 (4.9%), ha_1 (3.6%)"
export IMPL_synth_seq_share=0.520
export IMPL_tns_ps=0
export IMPL_synth_cellmix_xorXnorShare=0.0465
export IMPL_fp_util=0.319
export IMPL_tritoncts="done"
export IMPL_vias=1472
export IMPL_arrival_ps=2090
export IMPL_power_leakage_nw=1.07
export IMPL_antenna_left=0
export IMPL_ys_async_sr_fraction=1.00
export IMPL_port_buffers=12
export IMPL_p_comb_frac=0.017
export IMPL_p_per_area_nw_per_um2=549
export IMPL_run_status="complete, no violations"
export IMPL_yosys_cells=186
export IMPL_cts_hold_buf=0
export IMPL_cp_slowest_cell="dfrtp_1"
export IMPL_pwr_share_seq=0.598
export IMPL_overflow=0
export IMPL_worst_slew_pin_slew_ps=677
export IMPL_fin_skew_ps=8.67
export IMPL_critPathMaxFanout=9
export IMPL_p_sw_w=0.000274
export IMPL_fp_dieW_um=85.1
export IMPL_clockBufferDepth=2
export IMPL_globalplace_congestion=0.839
export IMPL_synth_most_common_cell="dfrtp_1"
export IMPL_dpl_hpwl_mm=2.56
export IMPL_netlist_logic_family_top="simple AND/OR/NAND/NOR gates"
export IMPL_drt_pass1_iter_count=4
export IMPL_diodes=0
export IMPL_die_h_um=85.1
export IMPL_clk_pin_slew_worst_paths_ps=80
export IMPL_synth_area_per_cell_um2=11.1
export IMPL_core_area_um2=6490
export IMPL_top_cells_by_count="dfrtp_1 (42), nand2_1 (16), o21ai_0 (15)"
export IMPL_critPathBufInv=1
export IMPL_ys_chip_area_um2=2070
export IMPL_ys_seq_elements=43
export IMPL_grt_use_total=0.114
export IMPL_via_per_inst=5.13
export IMPL_ioPinCount=13
export IMPL_path_class="reg -> reg"
export IMPL_ys_sh_mux=0.0640
export IMPL_clock_fmax_ghz=0.524
export IMPL_holdWs_ps=175
export IMPL_wire_per_inst_um=12.9
export IMPL_adder_share=0.0363
export IMPL_power_switching_share=0.207
export IMPL_first_iter_violations=98
export IMPL_total_power_w=0.00132
-- routing by layer --
| metal | vias to the layer above | global-route usage |
|---|---|---|
| met2 | 36 | 0.183 |
| met4 | 0 | 0.0169 |
| met1 | 711 | 0.169 |
| li1 | 720 | - |
| met5 | - | 0 |
| met3 | 5 | 0.0207 |
-- state kept, by name, summed over array words and instances (netlist names) --
register	cells
baud_cnt	16
rx_data	8
baud_tick	1
rx_busy	1
rx_done	1
data_buf	8
bit_idx	4
state	4
-- cell type report --
type,count,area share
clock inverter,1,0.00208
multi-input combinational,131,0.391
timing repair buffer,19,0.0697
clock buffer,7,0.0359
tap,77,0.0400
inverter,9,0.0140
sequential,43,0.448
-- per-stage QoR --
step	worst slack [ps]	utilization	std cells	cell area (um^2)
after floorplan	235	-	186	2070
after global placement	339	0.356	279	2310
after detailed placement	295	0.356	279	2310
after CTS	285	0.370	287	2410
after global routing	60.6	0.370	287	2410
final	293	0.370	287	2410
-- path summary, 6_finish.rpt --
check / start / end / depth (start not counted)
min in group clk0: baud_cnt[0]$_DFF_PN0_ / baud_cnt[0]$_DFF_PN0_ / 1
min reg2reg: baud_cnt[0]$_DFF_PN0_ / baud_cnt[0]$_DFF_PN0_ / 1
max in group asynchronous: rst_n / baud_cnt[12]$_DFF_PN0_ / 2
max: bit_idx[1]$_DFFE_PN0P_ / data_buf[4]$_DFFE_PN0P_ / 6
max reg2reg: bit_idx[1]$_DFFE_PN0P_ / data_buf[4]$_DFFE_PN0P_ / 6
min: rst_n / rx_data[3]$_DFFE_PN0P_ / 1
-- logic make-up after synthesis --
| group | Yosys count |
|---|---|
| flops | 43 |
| fa+ha+maj | 6 |
| xor+xnor | 11 |
| simple gates | 71 |
| buf+inv | 12 |
| mux | 12 |
| compound gates | 31 |
-- power groups by stage --
stage | combinational [W] | sequential (W) | clock [W]
4_1_cts | 0.0000245 | 0.000790 | 0.000535
6_report | 0.0000225 | 0.000790 | 0.000510
5_1_grt | 0.0000269 | 0.000790 | 0.000570
-- cell usage in the layout, fill, tap and decap left out, types with 4 or more instances in the layout --
| cell type | count |
|---|---|
| dfrtp_1 | 42 |
| nor3_1 | 4 |
| ha_1 | 6 |
| o21ai_0 | 15 |
| buf_4 | 7 |
| clkbuf_8 | 6 |
| xor2_1 | 7 |
| nand3_1 | 11 |
| nand4_1 | 7 |
| xnor2_1 | 4 |
| nand2_1 | 16 |
| nor2_1 | 8 |
| mux2_2 | 9 |
| clkdlybuf4s50_1 | 11 |
| and3_1 | 6 |
| inv_1 | 9 |
Power and IR drop assume default switching activity.
